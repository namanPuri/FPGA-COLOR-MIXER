==> design/flow/config.mk <==
export PLATFORM = sky130hd
export DESIGN_NAME = pwm
export DESIGN_NICKNAME = pwm
export VERILOG_FILES = /design/flow/design.v
export SDC_FILE = /design/flow/constraint.sdc
export NUM_CORES = 4
export LEC_CHECK = 1
export CORE_AREA = 10 10 70 70
export DIE_AREA = 0 0 80 80
==> design/flow/constraint.sdc <==
current_design pwm

set clk_period 2.1
set clk_io_pct 0.2

create_clock -name clk0 -period $clk_period [get_ports {clk}]

set non_clock_inputs [all_inputs -no_clocks]
set_input_delay [expr $clk_period * $clk_io_pct] -clock clk0 $non_clock_inputs
set_output_delay [expr $clk_period * $clk_io_pct] -clock clk0 [all_outputs]
==> design/flow/run.sh <==
#!/bin/bash
# OpenROAD 26Q1-2900-gdf79404cd8, Yosys 0.63+post, stock flow scripts
make -C /OpenROAD-flow-scripts/flow DESIGN_CONFIG=/design/flow/config.mk WORK_HOME=/design/flow/orfs finish
==> design/flow/design.v <==
`timescale 1ns / 1ps
module pwm(clk, dutycycle, out);
	input clk;
	input [7:0] dutycycle;
	output out;
	reg [7:0] count = 0;
	always@(posedge clk)
		begin 
			count <= count + 1;
		end
	assign out = count < dutycycle ? 1:0;
endmodule
==> results.json <==
{
  "status": "finished, final reports clean",
  "finalSetupViolations": 0,
  "r2r-start": "count[0]",
  "switching_power_uw": 59.7,
  "htree_levels": 1,
  "dp_hpwl_um": 729,
  "syn-cell-area_sq_um": 454,
  "gr-total-overflow": 0,
  "post_drt_wl_per_cell_um": 8.39,
  "final_common_cell": "dfxtp_1",
  "power_density_nw_per_um2": 412,
  "largest_reg_flops": 8,
  "fp_util_pct": 13.3,
  "slew_viol_final": 0,
  "ant_nets": 0,
  "sw_frac_of_total_pct": 20.1,
  "die_y_um": 80,
  "clk_latency_ns": 0.25,
  "relSlewSlack_pct": 85.0,
  "ys_seq_share_pct": 35.3,
  "yosysWarnings": 1,
  "fin_skew_ns": 0.00556,
  "top_regs": "count: 8 flops",
  "drive_above_1_share_pct": 33.8,
  "drt_pre_antenna_iters": 2,
  "tns_ns": 0,
  "totalWireLength_um": 931,
  "grt_use_total_pct": 2.98,
  "startpoint": "dutycycle[2]",
  "syn_to_final_growth_pct": 58.7,
  "die_area_sq_um": 6400,
  "cts_tree": "yes",
  "drv_cap": 0,
  "hold_path.class": "reg -> reg",
  "die_w_um": 80,
  "netlist_instances": 51,
  "cp-end-kind": "output port",
  "regArea_sq_um": 160,
  "fmax_mhz": 493,
  "grt_pass1_wl_um": 1530,
  "drt_iter0_markers": 5,
  "clockPowerShare_pct": 37.7,
  "p_seq_share_pct": 51.2,
  "antenna_found_initial": 0,
  "worstPathCellList": "clkdlybuf4s50_1 > inv_1 > ha_4 > a21oi_2 > o21ai_2 > a21oi_2 > buf_2",
  "regMostFlops": "count",
  "final_cell_mix": "8 x dfxtp_1, 5 x inv_1, 5 x ha_4, 5 x clkdlybuf4s50_1",
  "ir_drop_mv": 0.326,
  "synth_flop_count": 8,
  "rsz0062_at_grt": "no",
  "routabilityCongestion": 0.750,
  "combPwrFrac_pct": 11.2,
  "worstHoldStart": "count[0]",
  "cts_root_buf": "clkbuf_4",
  "arrival_ns": 1.61,
  "drc": 0,
  "cts.clk_slew.worst_paths_ns": 0.05,
  "core_sq_um": 3420,
  "synth.avg_cell_area_sq_um": 8.91,
  "tightestPinTransition_ns": 0.225,
  "numCtsBuffers": 3,
  "post-route-util_pct": 21.1,
  "vias": 371,
  "cpLargestDelayFamily": "buffers and inverters",
  "p_leak_nw": 0.310,
  "antenna_cells": 0,
  "fill_cells": 376,
  "port_buffers": 9,
  "cts_buffer_depth": 2,
  "num_io_pins": 10,
  "slowest_stage": "clkdlybuf4s50_1",
  "comb_area_sq_um": 347,
  "path_max_fanout": 2,
  "path_buffers": 3,
  "crit_path_frequent_cell": "a21oi_2",
  "critPathLaunchType": "input port",
  "warnings": 25,
  "worstSetupPathType": "in -> out",
  "hold_viol_final": 0,
  "grt_start_max_net_pins": 6,
  "required_ns": 1.68,
  "grt_pass1_vias": 354,
  "min_period_ns": 2.03,
  "synthDistinctLibCells": 15,
  "ys_chip_area_sq_um": 454,
  "via_per_inst": 3.34,
  "finalCritPeriodShare_pct": 96.7,
  "p_int_uw": 238,
  "clkSinkCount": 8,
  "ys_cells": 51,
  "slowest_delay_ns": 0.46,
  "rows": 21,
  "cts_hold_buf": 0
}
synth_stat cells:
cell      number  area share [%]
nand2_1        4             3.3
nand3_2        1             2.2
a21oi_1        4             4.4
xor2_1         4             7.7
nor2b_1        1             1.4
xnor2_1        2             3.9
nand2_2        1             1.4
nand3_1        4             4.4
dfxtp_1        8              35
o21ai_0        1             1.1
inv_1          8             6.6
o211ai_1       1             1.7
nor3_2         1             2.2
ha_1           8              22
nor2_1         3             2.5
power groups by stage:
stage         Combinational, mW  Clock [mW]  Sequential [mW]
finish                   0.0332       0.112            0.152
global route             0.0373       0.129            0.152
CTS                      0.0299       0.115            0.152
final cells by class:
type                            count  area share, %
Multi-Input combinational cell     35           48.1
Tap cell                           46           7.99
Timing Repair Buffer               11           14.4
Sequential cell                     8           22.2
Clock buffer                        3           3.13
Inverter                            8           4.17
metal layers:
metal / global-route usage [%] / vias to the layer above / wire (um)
met3: 2.16 / 2 / 92
met2: 3.69 / 10 / 378
li1: - / 195 / -
met4: 0.352 / 0 / 5
met1: 4.11 / 164 / 455
met5: 0 / - / 0
final timing paths:
kind | endpoint | slack, ns | depth (start not counted)
worst max-delay path | out | 0.07 | 7
worst min-delay path | count[0] | 0.46 | 1
worst max register to register | count[6] | 0.98 | 4
worst min register to register | count[0] | 0.46 | 1
timing repair:
action | in CTS | in global routing
pin swaps | 6 | 3
resized | 11 | 9
setup buffers | 0 | 0
cloned | 0 | 0
endpoints found under the setup margin | 1 | 1
per-stage QoR:
stage | instance area, sq um | setup slack [ns] | cells | power (mW) | hold WS (ns)
after global routing | 721 | 0.0161 | 111 | 0.318 | 0.474
final | 721 | 0.0700 | 111 | 0.297 | 0.458
after CTS | 678 | 0.0204 | 111 | 0.297 | 0.445
after floorplan | 454 | 0.638 | 51 | 0.164 | 0.405
after global placement | 617 | -0.423 | 108 | 0.181 | 0.424
after detailed placement | 617 | -0.460 | 108 | 0.181 | 0.437
logic make-up (layout without fill, tap and decap cells):
logic type | count (synthesis) | in the layout | synth area share (%)
buf+inv | 8 | 22 | 6.61
flops | 8 | 8 | 35.3
xor+xnor | 6 | 6 | 11.6
fa+ha+maj | 8 | 8 | 22.0
simple gates | 15 | 15 | 17.4
compound gates | 6 | 6 | 7.16
Power is estimated from default activity; no workload was simulated.
