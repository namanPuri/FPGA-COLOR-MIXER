==> flow/design.v <==
`timescale 1ns / 1ps
module uart_rx_code(reset, rx, clk, red, green, blue, intensity);			 
	input reset,rx,clk;									   							 
	output [7:0]red,blue,green;
	reg [7:0]rxdata;
	output [7:0]intensity;
	wire clk10khz, clk1_25;
	wire [3:0] mux_out,count;
	reg [3:0] value4 = 4'b0100;
	reg [3:0] value8 = 4'b1000;
	reg [2:0] ram_addr;
	reg resetbg,mux_sel,resetdc;
	wire eq,of_dc;
	reg ram_write;
	reg [3:0]ram_data_in;
	ram r(ram_addr, ram_write, ram_data_in, red[3:0], green[3:0], blue[3:0], intensity[3:0], red[7:4], green[7:4], blue[7:4], intensity[7:4]);
	clk_divider cd(clk, clk10khz, clk1_25);
	baudrate br(resetbg, clk10khz, count);
	mux m(value4, value8, mux_sel, mux_out);
	comparator c(count, mux_out, eq);
	datacounter dc(clk1_25, resetdc, of_dc);
	parameter S0 = 3'b000, S1 = 3'b001, S2 = 3'b010, S3 = 3'b011,
				 S4 = 3'b100, S5 = 3'b101, S6 = 3'b110, S7 = 3'b111;
	reg [2:0] present_state = S0, next_state;
	always@(posedge clk, negedge reset)
		begin
			if(reset == 0) 
				present_state <= S0;
			else 
				present_state <= next_state;
		end
	always@(*)
		begin
			case(present_state)
				S0: begin
						if(reset == 0) next_state <= S0;
						else next_state <= S1;
					 end
				S1: begin
						if(rx == 1) next_state <= S1;
						else next_state <= S2;
					 end
				S2: begin
						if(eq == 0) next_state <= S2;
						else next_state <= S3;
					 end
				S3: begin
						if(rx == 0) next_state <= S4;
						else next_state <= S0;
					 end
				S4: begin
						if(eq == 0) next_state <= S4;
						else next_state <= S5;
					 end
				S5: begin
						if(of_dc == 0) next_state <= S4;
						else next_state <= S6;
					 end
				S6: begin
						if(rx == 1)
							next_state <= S0;
					 end
			endcase
		end
	always@(*)
		begin
			if(present_state == S5)
				if(of_dc == 0)
					rxdata = {rx,rxdata[7:1]};
			else
				rxdata = rxdata;
		end
	always@(present_state,rxdata)
		begin
			case(present_state)
				S0: begin 
						resetbg = 0; mux_sel = 1'bz; resetdc = 0;
						ram_addr = 3'bzzz; ram_write = 0; ram_data_in = 4'bzzzz;
					 end
				S1: begin 
						resetbg = 0; mux_sel = 1'bz; resetdc = 0;
						ram_addr = 3'bzzz; ram_write = 0; ram_data_in = 4'bzzzz; 
					 end
				S2: begin 
						resetbg = 1; mux_sel = 1'b0; resetdc = 0; 
						ram_addr = 3'bzzz; ram_write = 0; ram_data_in = 4'bzzzz; 
					 end
				S3: begin 
						resetbg = 0; mux_sel = 1'b1; resetdc = 0; 
						ram_addr = 3'bzzz; ram_write = 0; ram_data_in = 4'bzzzz; 
					 end
				S4: begin 
						resetbg = 1; mux_sel = 1'b1; resetdc = 1; 
						ram_addr = 3'bzzz; ram_write = 0; ram_data_in = 4'bzzzz; 
					 end
				S5: begin 
						resetbg = 0; mux_sel = 1'b1; resetdc = 1; 
						ram_addr = 3'bzzz; ram_write = 0; ram_data_in = 4'bzzzz; 
					 end
				S6: begin 
						resetbg = 0; mux_sel = 1'bz; resetdc = 0; 
						ram_addr = {rxdata[7],rxdata[5],rxdata[4]}; ram_write = 1; ram_data_in = rxdata; 
					 end
			endcase
		end
endmodule
module clk_divider(clk, divided_clk10, divided_clk1_25);
	input clk;
	output reg divided_clk10 = 0;
	output divided_clk1_25;
	reg [9:0]count = 0;
	reg [2:0]count2 = 0;
	always@(posedge clk)
		begin
			if(count == 499)
				begin
					divided_clk10 <= ~divided_clk10;
					count <= count + 1;
				end
			else if(count == 999)
				begin
					divided_clk10 <= ~divided_clk10;
					count		  <= 0;
				end
			else
				count <= count + 1;
		end
	always@(posedge divided_clk10)
		begin
			count2 <= count2 + 1;
		end
	assign divided_clk1_25 = count2[2];
endmodule
module baudrate(resetb,clk10khz,count);
	input resetb;							 
	input clk10khz;								
	output reg [3:0]count = 0;
	always@(posedge clk10khz,negedge resetb)
		begin
			if(resetb == 0)
				count <= 0;
			else 
				count <= count + 1;
		end
endmodule 
module comparator(in1, in2, eq);
	input [3:0] in1;
	input [3:0] in2;
	output eq;
	assign eq = (in1 == in2) ? 1 : 0;
endmodule 
module mux(in_4, in_8, sel, out);		 
	input [3:0]in_4;
	input [3:0]in_8;
	input sel;
	output [3:0] out;
	assign out = sel ? in_8 : in_4;
endmodule 
module datacounter(clk1_25,resetdc,of_dc);
	input clk1_25;
	input resetdc; 
	output reg of_dc = 0;
	reg [3:0]count = 0;
	always@(posedge clk1_25, negedge resetdc)
		begin
			if(resetdc == 0)
				begin
					count <= 0;
					of_dc <= 0;
				end
			else if(count == 8)
				of_dc <= 1;
			else
				begin
					count <= count + 1;
					of_dc <= 0;
				end
		end
endmodule 
module ram(addr, write, data_in, zero, one, two, three, four, five, six, seven);			 
	input [2:0]addr;
	input write;
	input [3:0] data_in;
	output [3:0] zero, one, two, three, four, five, six, seven;
	reg [3:0]memory[7:0];
	integer i;
	initial
		begin
			for( i=0; i<=7; i=i+1 ) begin
				memory[i] = 4'b0000; end
		end
	assign  zero  = memory[0];
	assign  one   = memory[1];	
	assign  two   = memory[2];
	assign  three = memory[3];	
	assign  four  = memory[4];
	assign  five  = memory[5];
	assign  six   = memory[6];
	assign  seven = memory[7];
	always@(*)
		begin
			if(write)
				begin
					memory[addr] = data_in;
				end
		end 
endmodule 
==> flow/run.sh <==
#!/bin/bash
# OpenROAD 26Q1-2900-gdf79404cd8, Yosys 0.63+post, stock flow scripts
make -C /OpenROAD-flow-scripts/flow DESIGN_CONFIG=/design/flow/config.mk WORK_HOME=/design/flow/orfs finish
==> flow/config.mk <==
export PLATFORM = sky130hd
export DESIGN_NAME = uart_rx_code
export DESIGN_NICKNAME = uart_rx_code
export VERILOG_FILES = /design/flow/design.v
export SDC_FILE = /design/flow/constraint.sdc
export NUM_CORES = 4
export LEC_CHECK = 1
export CORE_UTILIZATION = 30
==> flow/constraint.sdc <==
current_design uart_rx_code

set clk_period 1.8
set clk_io_pct 0.2

create_clock -name clk0 -period $clk_period [get_ports {clk}]

set non_clock_inputs [all_inputs -no_clocks]
set_input_delay [expr $clk_period * $clk_io_pct] -clock clk0 $non_clock_inputs
set_output_delay [expr $clk_period * $clk_io_pct] -clock clk0 [all_outputs]
==> run summary <==
Physical design

The area fraction in mux cells stands at 0.0107. The async set or reset register ratio after synthesis stands at 0.150. The initial antenna violation count came to 0. The synthesis run shows the most used standard cells to be dlxtn_1 (54), dfxtp_1 (13), dfrtp_1 (12). The basic-gate share of the synthesized area counting and, or, nand and nor cells stands at 0.160. Once the clock tree was built, the setup fixing pass inserted 0 buffers. At the end of routability-driven placement, the weighted congestion stood at 0.796. The script extracted a total leakage power of 1.15 nW. 0 antenna diodes ended up in the layout.

The clock period minus final worst setup slack stands at 1.54 ns. The worst path required time stands at 1.91 ns. At the floorplan stage, the core utilization is reported as 0.309. The I/O pin count stands at 35. The area fraction of the dominant cell type after synthesis stands at 0.386. The critical path maximum fanout is 5.

The first TritonRoute pass finished after 4 iterations. The placeable core region stands at 6790 µm². The first-pass GRT wire length stands at between 5 and 6 mm. The maximum achievable frequency stands at ~0.65 GHz.

For reference, the clock transition at the flip-flops on the worst setup and hold paths is approximately 0.05 ns. The maximum buffer depth of the clock tree stands at 2. Along the critical path, the tally of buffer and inverter instances is 0. The floorplan has 30 rows. The script logs the mean routed wire length per placed instance as 9.79 µm. The gate-level netlist out of Yosys references 40 unique cell types. Per the placement log, port buffering inserted 34 buffers.

The most critical min-delay path falls under input port to asynchronous set/reset pin. The width of the chip stands at 85.7 µm. The worst slew slack as a fraction of its limit stands at 0.719. The count of warnings emitted by yosys stands at 21. The summed instance area of the synthesized netlist stands at 2100 µm². The starting DRC count in detailed routing stands at 24. In this run the maximum-capacitance check reported violations numbering 0. CTS built an H-tree with a depth of 1. The run finished with clean final reports. The worst clock skew on the final layout stands at 0.000307 ns. In this run the clock root is driven by a clkbuf_8.

Of the available clock period, the critical path in the final layout requires 0.855. Buffers inserted to repair hold after CTS numbered 0. The HPWL after detailed placement is 2.50 mm. Among all stages on the critical path, the largest delay is contributed by nor4b_4.

For the final routed database, the setup TNS stands at 0 ns. Across all stage logs, warnings added up to 27. The timer found 66 register pins that no clock reaches; their paths are not timed. The number of global-route vias before repair was 1258. Overall routing resource usage recorded by global route was 0.0909. Summing all non-filler instances in the final layout gives an area of 2580 µm². The remaining global-route overflow stands at 0. The detail route stage leaves a number of antenna-violating nets equal to 0.

By area the synthesized netlist is led by dlxtn_1 (39%), dfrtp_1 (14%), dfxtp_1 (12%). 101 endpoints have no timing constraint. In the synthesized netlist, the dominant kind of combinational cell is simple AND/OR/NAND/NOR gates. After detailed placement, the total cell area comes to 2540 µm². Entering global routing, the biggest net connects 14 pins. The post-synthesis share of cell area spent on and-or and or-and gates stands at 0.0661. The max-slew violation count stands at 0.

The worst setup path is launched from a register. The kind of cell with the highest combined delay along the critical path is simple AND/OR/NAND/NOR gates. The commonest register cell is dlxtn_1.

For reference, the post-synthesis area per instance comes to 11.4 µm². The number of enable flip-flop cells stands at 1. The stage delay of the slowest cell on the critical path stands at about 0.42 ns. The arrival time of data at the worst endpoint is listed as about 1.7 ns. Per the power-grid run, VDD falls by no more than 0.000322 V.

The parity-gate share of the synthesized area counting xor and xnor cells stands at 0.0333. The die covers roughly 7300 µm². The actual transition at the worst max-transition pin stands at 0.420 ns. The proportion of layout cells with a drive suffix above 1 stands at 0.0594. The final number of hold-violating endpoints stands at 0.

The end-of-flow timing check tallies setup violations at 0. Setup repair after global routing left no endpoint under its margin. The synthesis-to-finish area growth stands at 22.9%. In this run the critical path is formed by ha_1, nand4b_1, nor4b_4, a21oi_1. The number of register bits inferred by synthesis stands at 80.

The synthesized netlist handed to floorplanning was reported with a cell count of between 150 and 200. As reported, the later end of the worst-skew pair has a clock insertion delay of between 0.2 and 0.25 ns. Clock tree synthesis inserted a total of 3 buffers.

For this block, the routed nets add up to approximately 3.1 mm of wire. After detailed routing, the number of remaining DRC violations is 0. The synthesis area per yosys stands at 2100 µm². The worst setup path is captured at a register. Per the synthesis report, the adder-cell share of the synthesized area is 0.0357.

By startpoint and endpoint, the worst setup path is classified as register to register. The power density over cell area stands at 229 nW/µm². The count of vias placed by the detailed router stands at around 1300.

For this run the top cell type by instance count after synthesis was dlxtn_1. Per the synthesis report, the dominant area consumer among library cells is dlxtn_1. From bottom edge to top edge, the die measures ~86 µm. The post-cts sizing count stands at 0. Yosys stat counts 185 cells in the synthesized netlist.

TritonCTS built the clock tree. The detail-routed via count per cell stands at 4.24.
[layout make-up]
| type | count | area [µm²] |
|---|---|---|
| clock buffers | 3 | 41.3 |
| clock inverters | 1 | 3.75 |
| fillers | 660 | 4210 |
| inverters | 9 | 33.8 |
| multi-input cells | 92 | 642 |
| flip-flops and latches | 80 | 1400 |
| well taps | 96 | 120 |
| repair buffers | 34 | 340 |
[per-layer routing]
metal,GRT usage,up-vias,wire length [µm]
li1,-,690,-
met1,0.143,610,1580
met2,0.149,35,1360
met3,0.00781,2,129
met4,0.00758,0,12
met5,0,-,0
[metrics by stage]
step / utilization / setup slack [ns] / instances / hold slack, ns / power, W
after floorplan: - / 0.465 / 185 / 0.0644 / 0.000340
after global placement: 0.373 / 0.309 / 311 / 0.457 / 0.000349
after detailed placement: 0.373 / 0.290 / 311 / 0.462 / 0.000350
after CTS: 0.380 / 0.272 / 315 / 0.322 / 0.000601
after global routing: 0.380 / 0.108 / 315 / 0.324 / 0.000623
final: 0.380 / 0.262 / 315 / 0.323 / 0.000592
[worst paths after layout]
path                              from          endpoint  slack [ns]  depth (start not counted)
min in group clk0          cd.count[0]       cd.count[0]        0.49                          1
max reg2reg                cd.count[0]       cd.count[5]        0.26                          4
max                        cd.count[0]       cd.count[5]        0.26                          4
max in group asynchronous        reset  present_state[1]        1.31                          1
min                              reset  present_state[0]        0.32                          1
min reg2reg                cd.count[0]       cd.count[0]        0.49                          1
[kinds of logic (layout without fill, tap and decap cells)]
kind of cell,count (synthesis),in the layout
fa+ha+maj,6,6
compound gates,21,21
flops,26,26
simple gates,55,55
buf+inv,13,47
xor+xnor,8,8
mux,2,2
latches,54,54
[cell usage in the layout, fill, tap and decap left out, types with 2 or more instances in the layout]
cell type	n
xor2_1	3
o21ai_0	6
mux2_2	2
clkbuf_8	3
nor2b_1	7
dlxtn_1	54
o22a_1	2
xnor2_1	5
and3_1	2
dfrtp_1	12
nor3b_1	2
dfxtp_1	13
nand2b_1	2
inv_1	9
or3_1	2
ha_1	6
nand4_1	3
clkdlybuf4s50_1	34
a21oi_1	5
nor2_1	9
nand3_1	10
a2bb2oi_1	2
nand2_1	7
nand3b_1	2
[power by group]
part	internal, W	switching, W	leakage (nW)
clock	0.000150	0.0000991	0.0231
combinational	0.00000667	0.00000379	0.430
sequential	0.000329	0.00000364	0.701
[state kept, by name, indices dropped and copies added, names as in the netlist]
register and flops:
resetdc 1, dc.count 4, mux_sel 1, ram_write 1, r.memory 32, rxdata 8, br.count 4, cd.count2 3
ram_addr 3, resetbg 1, present_state 3, ram_data_in 4, cd.count 10, cd.divided_clk10 1, next_state 3, dc.of_dc 1
No activity file was given, so power comes from the tool's default toggle rates.
